$ cat ./config.mk
export PLATFORM = sky130hd
export DESIGN_NAME = processor
export DESIGN_NICKNAME = processor
export VERILOG_FILES = /design/flow/design.v
export SDC_FILE = /design/flow/constraint.sdc
export NUM_CORES = 4
export LEC_CHECK = 1
export CORE_UTILIZATION = 50
$ cat ./constraint.sdc
current_design processor

set clk_period 32.5
set clk_io_pct 0.2

create_clock -name clk0 -period $clk_period [get_ports {clk}]

set non_clock_inputs [all_inputs -no_clocks]
set_input_delay [expr $clk_period * $clk_io_pct] -clock clk0 $non_clock_inputs
set_output_delay [expr $clk_period * $clk_io_pct] -clock clk0 [all_outputs]
$ cat ./design.v
module processor(
    input clk, reset,
    output [31:0] pc,
    input [31:0] instruction,
    output write_enable,
    output [31:0] address_to_mem, data_to_mem,
    input [31:0] data_from_mem
);
    wire branch_blt, branch_beq, branch_jal, branch_jalr, reg_write, mem_to_reg, mem_write, alu_src;
    wire [2:0] alu_control;
    wire [2:0] imm_control;
    wire [31:0] PCPLus4, ALUOut;
    wire BranchJalx = branch_jal | branch_jalr;
    wire [31:0] BranchTarget;
    wire lt, Zero;
    wire MuxPCSelect = (branch_blt & lt) | (branch_beq & Zero) | BranchJalx;
    wire [31:0] WD3;
    wire [31:0] PCNext;
    wire [31:0] SrcA, rd2;
    wire [31:0] ImmOp;
    wire [31:0] SrcB;
    control_unit ctrl(
        instruction, 
        branch_blt, branch_beq, branch_jal, branch_jalr, 
        reg_write, mem_to_reg, mem_write, alu_src, 
        alu_control, imm_control
    );
    ALU AlUModule(alu_control, SrcA, SrcB, lt, Zero, ALUOut);
    registers Regs(
        instruction[19:15], instruction[24:20], instruction[11:7],
        WD3, reg_write, reset, clk, SrcA, rd2
    );
    ImmDecoder immdec(instruction[31:7], imm_control, ImmOp);
    PC MyPC(PCNext, pc, clk, reset); 
    Plus4 alu4(pc, PCPLus4);
    assign SrcB = (alu_src) ? ImmOp : rd2;
    assign address_to_mem = ALUOut;
    assign data_to_mem = rd2;
    assign write_enable = mem_write;
    assign WD3 = (mem_to_reg) ? data_from_mem 
                            : (BranchJalx ? PCPLus4 : ALUOut);
    assign BranchTarget = (branch_jalr) ? ALUOut : (pc + ImmOp);
    assign PCNext = (MuxPCSelect) ? BranchTarget : reset ? 0 : PCPLus4;
endmodule
module Plus4(input [31:0] pcin, output [31:0] out);
    assign out = pcin + 4;
endmodule    
module control_unit(
        input [31:0] inst,
        output reg branch_blt, branch_beq, branch_jal, branch_jalr,
        output reg reg_write, mem_to_reg, mem_write, alu_src,
        output reg [2:0] alu_control,
        output reg [2:0] imm_control
    );
    localparam OPCODE_RTYPE   = 7'b0110011;
    localparam OPCODE_ITYPE   = 7'b0010011;
    localparam OPCODE_LOAD    = 7'b0000011;
    localparam OPCODE_STORE   = 7'b0100011;
    localparam OPCODE_BRANCH  = 7'b1100011;
    localparam OPCODE_LUI     = 7'b0110111;
    localparam OPCODE_JAL     = 7'b1101111;
    localparam OPCODE_JALR    = 7'b1100111;
    localparam OPCODE_EXP     = 7'b0001011;  
    localparam ALU_AND       = 3'b000;
    localparam ALU_SRL       = 3'b001;
    localparam ALU_ADD       = 3'b010;
    localparam ALU_SUB       = 3'b011;
    localparam ALU_EXPONENT  = 3'b100;
    localparam ALU_LUI       = 3'b101;
    localparam ALU_ETD       = 3'b111;
    always @(*) begin
        branch_blt   = 0;
        branch_beq   = 0;
        branch_jal   = 0;
        branch_jalr  = 0;
        reg_write    = 0;
        mem_to_reg   = 0;
        mem_write    = 0;
        alu_src      = 0;
        alu_control  = ALU_ADD;  
        imm_control  = 3'b000;   
        case (inst[6:0])
            OPCODE_RTYPE: begin  
                reg_write = 1;
                case ({inst[31:25], inst[14:12]})
                    {7'b0000000, 3'b000}: alu_control = ALU_ADD;  
                    {7'b0100000, 3'b000}: alu_control = ALU_SUB;  
                    {7'b0000000, 3'b111}: alu_control = ALU_AND;  
                    {7'b0000000, 3'b101}: alu_control = ALU_SRL;  
                    {7'b0000000, 3'b110}: alu_control = ALU_ETD;  
                endcase
            end
            OPCODE_ITYPE: begin  
                reg_write   = 1;
                alu_src     = 1;
                imm_control = 3'b001;  
                case (inst[14:12])
                    3'b000: alu_control = ALU_ADD;  
                endcase
            end
            OPCODE_LOAD: begin  
                if (inst[14:12] == 3'b010) begin  
                    reg_write   = 1;
                    mem_to_reg  = 1;
                    alu_src     = 1;
                    imm_control = 3'b001;  
                end
            end
            OPCODE_STORE: begin  
                if (inst[14:12] == 3'b010) begin  
                    mem_write   = 1;
                    alu_src     = 1;
                    imm_control = 3'b010;  
                end
            end
            OPCODE_BRANCH: begin  
                imm_control = 3'b011;  
                alu_control = ALU_SUB;  
                case (inst[14:12])
                    3'b000: branch_beq = 1;  
                    3'b100: branch_blt = 1;  
                    default: ;
                endcase
            end
            OPCODE_LUI: begin  
                reg_write   = 1;
                alu_src     = 1;
                imm_control = 3'b100;  
                alu_control = ALU_LUI;  
            end
            OPCODE_JAL: begin  
                branch_jal  = 1;
                reg_write   = 1;
                imm_control = 3'b101;  
            end
            OPCODE_JALR: begin  
                branch_jalr = 1;
                reg_write   = 1;
                alu_src     = 1;
                imm_control = 3'b001;  
            end
            OPCODE_EXP: begin  
                if (inst[14:12] == 3'b000 && inst[31:25] == 7'b0000000) begin
                    reg_write   = 1;
                    alu_control = ALU_EXPONENT;  
                end
            end
        endcase
    end
endmodule
module registers(
        input [4:0] a1, a2, a3,
        input [31:0] wd3,
        input we, reset, clk,
        output reg [31:0] rd1, rd2
    );
    integer i;
    reg [31:0] data [31:0];
    always @(*) begin
        rd1 = data[a1];
        rd2 = data[a2];
    end
    always @(posedge clk or posedge reset) begin
        if (reset) begin
            for(i = 0; i < 32; i = i + 1)
                data[i] <= 0;
        end else begin
            if (we == 1 && a3 != 0) begin
                data[a3] <= wd3;
            end
        end
    end
endmodule
module ALU (
        input [2:0] ALUControl,  
        input [31:0] SrcA, SrcB,
        output reg lt, Zero,
        output reg [31:0] ALUOut
    );
    integer i;
    always @(*) begin
        Zero = 0;
        lt = 0;
        case (ALUControl)
            3'b000: ALUOut = SrcA & SrcB;             
            3'b001: ALUOut = SrcA >> SrcB;            
            3'b010: ALUOut = SrcA + SrcB;             
            3'b011: ALUOut = SrcA - SrcB;             
            3'b100: ALUOut = $signed (SrcA[30:23]) - 127;
            default: ALUOut = SrcB;  
        endcase
        Zero = (ALUOut == 0);
        lt = ($signed(SrcA) < $signed(SrcB));
    end
endmodule
module ImmDecoder(
        input [31:7] inst,
        input [2:0] imm_control,
        output reg [31:0] ImmOp
    );
    always @(*) begin
        ImmOp = 0;
        case (imm_control)
            3'b000: ImmOp = 0;  
            3'b001: begin  
                ImmOp[11:0] = inst[31:20];
                ImmOp[31:12] = {20{inst[31]}};
            end
            3'b010: begin  
                ImmOp[11:5] = inst[31:25];
                ImmOp[4:0] = inst[11:7];
                ImmOp[31:12] = {20{inst[31]}};
            end
            3'b011: begin  
                ImmOp[31:13] = {19{inst[31]}};
                ImmOp[12]    = inst[31];
                ImmOp[11]    = inst[7];
                ImmOp[10:5]  = inst[30:25];
                ImmOp[4:1]   = inst[11:8];
                ImmOp[0]     = 0; 
            end
            3'b100: begin  
                ImmOp[31:12] = inst[31:12];
                ImmOp[11:0] = 12'b0;
            end
            3'b101: begin  
                ImmOp[31:21] = {11{inst[31]}};
                ImmOp[20]    = inst[31];
                ImmOp[19:12] = inst[19:12];
                ImmOp[11]    = inst[20];
                ImmOp[10:1]  = inst[30:21];
                ImmOp[0]     = 0; 
            end
            default: ImmOp = 0;
        endcase
    end
endmodule
module PC(input [31:0] PCnext, output [31:0] out, input clk, reset );
    reg [31:0] data;
    assign out = data;
    always @(posedge clk or posedge reset) begin
        if (reset)
            data <= 0;
        else
            data <= PCnext;
    end
endmodule
$ cat ./run.sh
#!/bin/bash
# OpenROAD 26Q1-2900-gdf79404cd8, Yosys 0.63+post, stock flow scripts
make -C /OpenROAD-flow-scripts/flow DESIGN_CONFIG=/design/flow/config.mk WORK_HOME=/design/flow/orfs finish
==> impl_metrics.py <==
# Physical implementation metrics
metrics = {
    "cts": {
        "clkSlewWorstSetupHoldPaths_ns": 0.06,
        "holdBufCountCts": 0,
        "post-cts-setup-buffer-count": 0,
        "cts-root-buf": "sky130_fd_sc_hd__clkbuf_16",
        "insertion_delay_ns": 0.83,
        "maximum_clock_insertion_buffer_count": 3,
        "h-tree-depth": 3,
        "postCtsResizedCells": 0,
        "tritoncts_clock_tree": "done",
        "cts_made_buffers": 111,
        "clock_sink_count": 1056,
    },
    "drt": {
        "drt_pre_antenna_iters": 13,
        "dr_total_vias": 70500,
        "via_per_inst": 7.50,
        "drt_drc_violations_left": 0,
        "drt-initial-drc-count": 10200,
        "wire_per_inst_um": 39.7,
        "final_antenna_net_count": 0,
        "route.final.wire_length_um": 373000,
    },
    "synth": {
        "synth-cells-yosys": 7740,
        "synthFlopType": "sky130_fd_sc_hd__dfrtp_1",
        "synthesis.instances": 7740,
        "netlist.area_leader.share": 0.415,
        "area_of_the_mapped_netlist_um2": 63600,
        "ys_seq_elements": 1056,
        "ys_chip_area_um2": 63600,
        "ys_types": 108,
        "avgSynthCellArea_um2": 8.22,
        "asyncSetResetFlopFracSynth": 1.00,
        "synth_top_cell_by_area": "sky130_fd_sc_hd__dfrtp_1",
        "yosysSeqAreaShare": 0.415,
        "yosys_warnings": 6,
        "synthMostInstantiatedCell": "sky130_fd_sc_hd__nand2_1",
        "synth.top_cells.by_area": "sky130_fd_sc_hd__dfrtp_1, sky130_fd_sc_hd__o21ai_0, sky130_fd_sc_hd__nand2_1, sky130_fd_sc_hd__nand3_1, sky130_fd_sc_hd__a22oi_1",
        "ys_top_cells_by_count": "sky130_fd_sc_hd__nand2_1, sky130_fd_sc_hd__o21ai_0, sky130_fd_sc_hd__dfrtp_1",
        "enable_flop_cells": 0,
    },
    "critical_path": {
        "cpMostUsedCell": "sky130_fd_sc_hd__buf_4",
        "worstPathMaxFanout": 62,
        "worst_path_dominant_cell_family": "AND-OR/OR-AND gates",
        "timing.critical_path.arrival_ns": 15.90,
        "worstRegToRegCells": 23,
        "critPathCaptureType": "output port",
        "cp.required_ns": 26.00,
        "cp_num_cells": 29,
        "criticalPathCategory": "in2out",
        "worst_path_largest_cell_delay_ns": 0.76,
        "worst_path_max_delay_cell": "sky130_fd_sc_hd__buf_4",
        "crit_path_start_kind": "primary input",
        "critPathBufInv": 9,
    },
    "pwr": {
        "vdd_drop_max_mv": 0.0545,
        "power_density_nw_per_um2": 42.9,
        "static-leakage-power_nw": 31.9,
    },
    "placed_design": {
        "placement.io_buffers": 162,
        "place_congestion": 1.11,
        "post-dp-hpwl_um": 248000,
    },
    "global_routing": {
        "grt_start_max_net_pins": 120,
        "globalRouteTotalUtil": 0.602,
        "antenna_found_initial": 46,
        "grt_pass1_vias": 65400,
        "global_route.overflow_total": 0,
        "grt_pass1_wl_um": 512000,
    },
    "timing": {
        "final_hold_viol_count": 0,
        "finalClockPeriodUsage": 0.689,
        "finalSetupTns_ns": 0,
        "tightestPinTransition_ns": 1.20,
        "slew_limit_headroom": 0.195,
        "setup-violations-final": 0,
        "rsz0062_at_grt": "no",
        "finalClockSkew_ns": 0.0915,
        "timing.final.crit_period_ns": 22.40,
        "slew_viol_final": 0,
        "achievable-frequency_ghz": 0.0446,
    },
    "finish": {
        "syn_to_final_growth_pct": 12.1,
        "fillerInstances": 11200,
        "layout-drive-gt1-share": 0.102,
        "fin_util": 0.566,
    },
    "worst_hold_path": {
        "worstHoldPathCells": 0,
        "hold_class": "reg2reg",
    },
    "floorplan": {
        "top_level_ports": 163,
        "die_width_um": 359,
        "vertical_die_size_um": 359,
        "floorplan.rows": 130,
        "chip_area_um2": 129000,
        "core_um2": 126000,
        "fp_util": 0.505,
    },
    "job": {
        "cap_violations": 0,
        "total_number_of_warnings_across_the_stage_logs": 73,
    },
    "outcome": {
        "status": "complete, no violations",
    },
}
## report_power, final
| part | total [W] | internal [W] | switching (W) |
|---|---|---|---|
| Clock | 0.00139 | 0.000782 | 0.000609 |
| Sequential | 0.00134 | 0.00133 | 0.0000147 |
| Combinational | 0.000328 | 0.0000714 | 0.000257 |
## state kept, by name, indices dropped and copies added, names as in the netlist
name / count
Regs.data: 1024
MyPC.data: 32
## final cells by class
| class | instances | area, um2 | share of cell area |
|---|---|---|---|
| antenna | 65 | 163 | 0.00228 |
| clock buffer | 146 | 3060 | 0.0429 |
| clock inverter | 60 | 876 | 0.0123 |
| inverter | 100 | 379 | 0.00532 |
| multi-input combinational | 5819 | 34200 | 0.479 |
| sequential | 1056 | 26400 | 0.371 |
| tap | 1650 | 2060 | 0.0290 |
| timing repair buffer | 503 | 4160 | 0.0583 |
## kinds of logic (layout without fill, tap and decap cells)
family,after synthesis,count (layout),share of synthesized area
other cells,0,65,0
fa+ha+maj,100,100,0.0200
compound gates,2222,2222,0.221
mux,113,113,0.0204
flops,1056,1056,0.415
simple gates,3289,3289,0.253
xor+xnor,95,95,0.0131
buf+inv,865,809,0.0577
## through the flow
stage                     cell area (um2)  setup WS [ns]  hold WS (ns)  total power (W)  cells
after global routing                71200          10.03         0.422          0.00310   9355
after global placement              67200          10.40         0.383          0.00167   9128
after CTS                           71100          10.44         0.397          0.00303   9334
after detailed placement            67200          10.46         0.380          0.00167   9128
after floorplan                     63600           9.80         0.439          0.00152   7740
final                               71300          10.10         0.397          0.00306   9399
## path summary, 6_finish.rpt
| path | start | to | slack [ns] |
|---|---|---|---|
| max in group asynchronous | reset | Regs.data[11][23] | 21.73 |
| setup reg to reg | Regs.data[11][4] | MyPC.data[25] | 24.03 |
| setup / recovery | instruction[23] | address_to_mem[28] | 10.10 |
| hold reg to reg | Regs.data[0][14] | Regs.data[0][14] | 0.40 |
| hold / removal | Regs.data[0][14] | Regs.data[0][14] | 0.40 |
| min in group asynchronous | reset | MyPC.data[6] | 6.59 |
## cell usage in the layout (no fill, tap or decap), types with 45 or more instances in the layout
cell	instances
sky130_fd_sc_hd__o21ai_0	1115
sky130_fd_sc_hd__a2111oi_0	95
sky130_fd_sc_hd__nand4_1	236
sky130_fd_sc_hd__clkbuf_16	111
sky130_fd_sc_hd__dfrtp_1	1056
sky130_fd_sc_hd__a22o_1	52
sky130_fd_sc_hd__ha_1	97
sky130_fd_sc_hd__and3_1	345
sky130_fd_sc_hd__buf_4	340
sky130_fd_sc_hd__nand2_1	1186
sky130_fd_sc_hd__a21oi_1	139
sky130_fd_sc_hd__inv_1	93
sky130_fd_sc_hd__nor3_1	69
sky130_fd_sc_hd__nand3_1	732
sky130_fd_sc_hd__a22oi_1	314
sky130_fd_sc_hd__a31oi_1	46
sky130_fd_sc_hd__diode_2	65
sky130_fd_sc_hd__nor2_1	293
sky130_fd_sc_hd__xnor2_1	51
sky130_fd_sc_hd__mux2i_1	67
sky130_fd_sc_hd__a211oi_1	45
sky130_fd_sc_hd__clkdlybuf4s50_1	152
## per-layer routing
| layer | vias to the layer above | track usage | part of all wire |
|---|---|---|---|
| met1 | 33200 | 0.690 | 0.33 |
| met3 | 2382 | 0.421 | 0.18 |
| li1 | 28000 | - | - |
| met2 | 6809 | 0.751 | 0.38 |
| met5 | - | 0.172 | 0.0075 |
| met4 | 75 | 0.474 | 0.11 |
Power figures rest on the tool's default switching activity, not on a simulated workload.
